## flow/run.sh

```bash
#!/bin/bash
# OpenROAD 26Q1-2900-gdf79404cd8, Yosys 0.63+post, stock flow scripts
make -C /OpenROAD-flow-scripts/flow DESIGN_CONFIG=/design/flow/config.mk WORK_HOME=/design/flow/orfs finish
```

## flow/config.mk

```make
export PLATFORM = sky130hd
export DESIGN_NAME = spi_master
export DESIGN_NICKNAME = spi_master
export VERILOG_FILES = /design/flow/design.v
export SDC_FILE = /design/flow/constraint.sdc
export NUM_CORES = 4
export LEC_CHECK = 1
export CORE_AREA = 10 10 70 70
export DIE_AREA = 0 0 80 80
```

## flow/constraint.sdc

```tcl
current_design spi_master

set clk_period 1.8
set clk_io_pct 0.2

create_clock -name clk0 -period $clk_period [get_ports {clk}]

set non_clock_inputs [all_inputs -no_clocks]
set_input_delay [expr $clk_period * $clk_io_pct] -clock clk0 $non_clock_inputs
set_output_delay [expr $clk_period * $clk_io_pct] -clock clk0 [all_outputs]
```

## flow/design.v

```verilog
module spi_master(
    input wire clk,          
    input wire rst,          
    input wire [7:0] data_in,  
    input wire start,        
    output reg [7:0] data_out,  
    output reg done,         
    output reg sclk,         
    output reg mosi,         
    input wire miso,         
    output reg ss            
);
    reg [2:0] bit_cnt;       
    reg [7:0] shift_reg;     
    always @(posedge clk or posedge rst) begin
        if (rst)
            sclk <= 0;
        else
            sclk <= ~sclk;   
    end
    typedef enum reg [1:0] {IDLE, START, TRANSFER, DONE} state_t;
    state_t state, next_state;
    always @(posedge clk or posedge rst) begin
        if (rst) begin
            state <= IDLE;
            bit_cnt <= 0;
            done <= 0;
            ss <= 1;
        end else begin
            state <= next_state;
            if (state == TRANSFER) begin
                if (sclk) begin
                    shift_reg <= {shift_reg[6:0], miso};  
                    bit_cnt <= bit_cnt + 1;
                end else begin
                    mosi <= shift_reg[7];  
                    shift_reg <= {shift_reg[6:0], 1'b0};
                end
            end else if (state == DONE) begin
                data_out <= shift_reg;
                done <= 1;
            end
        end
    end
    always @(*) begin
        case (state)
            IDLE: begin
                if (start) begin
                    ss = 0;
                    next_state = START;
                end else
                    next_state = IDLE;
            end
            START: begin
                next_state = TRANSFER;
                shift_reg = data_in;
                done = 0;
                bit_cnt = 0;
            end
            TRANSFER: begin
                if (bit_cnt == 8)
                    next_state = DONE;
                else
                    next_state = TRANSFER;
            end
            DONE: begin
                ss = 1;
                next_state = IDLE;
            end
        endcase
    end
endmodule
```

==> flow_summary_export.csv <==
group,metric,value,unit
run_status,run_status,"did not finish",
run_status,failed_stage,"synthesis",
run_status,tool.error,"ERROR: Found 8 problems in 'check -assert'.",
yosys,ys_seq_elements,21,
yosys,yosysChipArea,632,um^2
yosys,ys_cells,42,
yosys,ys_warn_count,1,
yosys,ys_types,11,
==> kinds of logic after synthesis <==
| kind of cell | after synthesis | share of synthesized area |
|---|---|---|
| buffers and inverters | 12 | 0.131 |
| flip-flops | 13 | 0.588 |
| latches | 8 | 0.190 |
| other | 2 | 0.0119 |
| AND/OR/NAND/NOR | 7 | 0.0792 |
==> synth_stat cells <==
library cell	count	area share
and2_1	2	0.020
buf_4	10	0.12
conb_1	2	0.012
dfrtp_1	3	0.12
dfstp_2	1	0.042
dlxtn_1	8	0.19
edfxtp_1	9	0.43
inv_1	2	0.012
nor2b_1	2	0.020
nor3b_2	1	0.020
or2_1	2	0.020
